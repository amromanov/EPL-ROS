[design/flow/config.mk]
export PLATFORM = sky130hd
export DESIGN_NAME = rmii_send_mem
export DESIGN_NICKNAME = rmii_send_mem
export VERILOG_FILES = /design/flow/design.v
export SDC_FILE = /design/flow/constraint.sdc
export NUM_CORES = 4
export LEC_CHECK = 1
export CORE_UTILIZATION = 30
[design/flow/design.v]
module rmii_send_byte_50_MHz(
    input rst,               
    input clk,               
    input start,             
    input fast_eth,          
    input [7:0]data,         
    output reg rm_tx_en,         
    output reg [1:0]rm_tx_data,  
    output reg rdy               
);
reg [4:0]wait_cnt;       
reg [5:0]tx_data;        
reg [1:0]bit_cnt;        
always @(posedge rst, posedge clk)
    if(rst)
    begin
        rm_tx_data <= 0;
        rm_tx_en <= 0;
        wait_cnt <= 0;
        rdy <= 1;
        bit_cnt <= 0;
		tx_data <= 0;
    end else
        if(wait_cnt==0)
	        begin
	            if(rdy)
		            begin   
		                if(start)
			                begin
    							rm_tx_en <= 1;   
	                    		{tx_data,rm_tx_data} <= data;
								bit_cnt <= 1;
	                    		rdy <= 0;
								if(!fast_eth)
		                        	wait_cnt <=9;
			                end 
						else
		                    begin                
		                        rm_tx_en <= 0;   
		                        rm_tx_data <= 0;
		                    end    
		            end 
				else
	                begin
                        if(rm_tx_en)
                        begin
                            {tx_data,rm_tx_data} <= {2'b00,tx_data};         
                            bit_cnt <= bit_cnt + 1;
                        end
                        if(!fast_eth)
                            wait_cnt <=9;
	                    if(bit_cnt=={fast_eth,fast_eth})                
	                    begin
	                        rdy <= 1;
	                        wait_cnt <=0;                                
	                    end
	                end
	        end 
		else
        begin
            wait_cnt <= wait_cnt - 1;                                
            if(~fast_eth)
            begin
                if((wait_cnt == 1)&&(bit_cnt==0))            
                    rdy <= 1;                                
            end        
        end
endmodule
module rmii_send_mem #(parameter L=8       
)(
	input rst,                   
	input not_det,
    input clk,                   
    input start,                 
    input fast_eth,              
    input [L-1:0]count,          
    output reg [L-1:0]addr,      
    input [7:0]rdata,            
    output rm_tx_en,             
    output [1:0]rm_tx_data,      
    output reg rdy,               
	output reg done
);
reg [1:0]state;      
parameter st_idle       = 2'b00,
          st_read_byte  = 2'b01,
          st_start_send = 2'b11,
          st_send       = 2'b10;
reg send_byte_start;     
reg [7:0]send_buf;       
wire send_rdy;           
reg [L-1:0]addr_lim;     
rmii_send_byte_50_MHz rmii_send_byte (
	.rst(rst),
	.clk(clk),
	.start(send_byte_start),
	.fast_eth(fast_eth),
	.data(send_buf),
	.rm_tx_en(rm_tx_en),
	.rm_tx_data(rm_tx_data),
	.rdy(send_rdy)
);
always @(posedge rst, posedge clk)
    if(rst)
	    begin
	        state <= st_idle;
	        addr <= 0;
	        rdy <= 1;
	        send_buf <= 0;
	        send_byte_start <= 0;
	        addr_lim <= 0;
			done <= 0;
	    end 
	else
	   begin
		   if(done)
			   done <= 0;
	        if(send_rdy  )
	            case(state)
	                st_idle :        begin            
	                                  addr <= 0;
	                                  if(start)
		                                  begin
		                                    addr_lim <= count + 1;  
		                                    state <= st_send;
		                                    rdy <= 0;
										  end 
									  else
									  	  begin
									  		rdy <= 1;
										  end
	                                end
	                st_send :        begin     
	                                  if(addr == addr_lim)            
	                                  begin
	                                    state <= st_idle;
	                                    rdy <= 1;
										done <= 1;
	                                  end else                   
	                                      begin
	                                        addr <= addr + 1;
	                                        send_buf <= rdata;
											send_byte_start <= 1;
											if(not_det)
												addr_lim <= count + 1;
	                                      end
	                                end
	            endcase
	        else 
				if(addr==addr_lim)     
	                send_byte_start <= 0;
		end
endmodule
[design/flow/constraint.sdc]
current_design rmii_send_mem

set clk_period 3.4
set clk_io_pct 0.2

create_clock -name clk0 -period $clk_period [get_ports {clk}]

set non_clock_inputs [all_inputs -no_clocks]
set_input_delay [expr $clk_period * $clk_io_pct] -clock clk0 $non_clock_inputs
set_output_delay [expr $clk_period * $clk_io_pct] -clock clk0 [all_outputs]
[design/flow/run.sh]
#!/bin/bash
# OpenROAD 26Q1-2900-gdf79404cd8, Yosys 0.63+post, stock flow scripts
make -C /OpenROAD-flow-scripts/flow DESIGN_CONFIG=/design/flow/config.mk WORK_HOME=/design/flow/orfs finish
==> flow_summary.toml <==
# flow metrics
[outcome]
outcome = "finished clean"

[setup_path]
timing_worst_setup_path_type = "register to register"
setup.worst_path.end_class = "register"
critPathLaunchType = "register"
worst-path-max-fanout = 21
critical_path.slowest_cell = "sky130_fd_sc_hd__dfstp_2"
crit_required_ns = 3.58
crit_path_max_incr_delay_ns = 0.81
worst-endpoint-arrival_ns = 2.28
timing.critical_path.cells = "clkinv_1, or3_1, o21ai_0, a31oi_1"

[clock_network]
cts-root-to-sink-buffers = 2
cts.sinks = 46
clkSlewWorstSetupHoldPaths_ns = 0.09
postCtsResizedCells = 0
cts_made_buffers = 5
cts_h_tree_depth = 2
postCtsSetupBuffers = 0
hold_buffers = 0
worstSkewPairLatency_ns = 0.30
clock_tree.root_cell = "sky130_fd_sc_hd__clkbuf_8"
cts_tree = "yes"

[cells_and_area]
finalInstanceArea_sq_um = 2930
syn2layout_area_growth_pct = 21.7
fillCellCount = 763
final_layout_size_suffix_gt1_share_pct = 11.9

[synthesis]
synthesized_chip_area_reported_by_yosys_sq_um = 2410
ys_seq_share_pct = 47.9
yosysWarnings = 2
edf_count = 0
post_synth_and_or_nand_nor_area_fraction_pct = 13.8
synth_compound_gate_area_share_pct = 15.1
post-synth-top-area-fraction_pct = 44.7
top_logic_kind = "AND-OR/OR-AND gates"
synth-main-ff-cell = "sky130_fd_sc_hd__dfrtp_1"
post_synth_main_area_contributors = "sky130_fd_sc_hd__dfrtp_1, sky130_fd_sc_hd__mux2_2, sky130_fd_sc_hd__xnor2_1"
post_syn_instances = 234
synthAdderAreaFrac_pct = 4.16
mappedNetlistArea_sq_um = 2410
yosys.area_share.xor_xnor_pct = 5.82
synth-cells-yosys = 234
netlist_top_cells_count = "sky130_fd_sc_hd__dfrtp_1, sky130_fd_sc_hd__nand2_1, sky130_fd_sc_hd__xnor2_1"
async_reset_ff_share_pct = 100
synth.distinct_cells = 47
ys_sh_mux_pct = 9.45
yosys_register_bits = 46
syn_avg_cell_area_sq_um = 10.3
top_cell = "sky130_fd_sc_hd__dfrtp_1"
top_area_cell = "sky130_fd_sc_hd__dfrtp_1"

[run]
max-cap-violations = 0
number_of_warnings_in_the_stage_logs = 28

[global_routing]
wire_length_of_the_first_global_routing_pass_microns = 8300
grtUsageTotal_pct = 12.4
grt_max_degree = 47
grt_overflow_total = 0
via_count_of_the_first_global_routing_pass = 1715
grt_antenna_before_repair = 0

[route]
dr.first_iter.drc_count = 141
wirelength_microns = 4770
antennaDiodeCount = 0
first_pass_drt_iterations = 4
avgViaCountPerCell = 4.89
drt.antenna.violating_nets = 0
route.detailed.drc = 0
avgRoutedWirePerCell_microns = 12.9
routed_via_count = 1814

[floorplanning]
die_h_microns = 91.6
die_area_sq_um = 8390
core_util_floorplan_pct = 31.2
die_w_microns = 91.6
floorplan.core_area_sq_um = 7730
io-pin-count = 34
rows = 32

[placement]
postPlaceCellArea_sq_um = 2840
buffer_ports.inserted = 33
routability_congestion_estimate = 0.792
preCtsSetupSlack_ns = 1.10
dpl_wire_length_microns = 3320

[pwr]
ir_worst_vdd_v = 0.000250
power_leakage_nw = 1.22
power-per-cell-area_nw_per_um2 = 687

[timing]
setup-tns-final_ns = 0
final_critical_path_setup_slack_ns = 1.30
min_period_ns = 2.10
final.setup_skew_ns = 0.00770
count_of_pins_over_their_slew_limit = 0
final_count_of_hold_timing_violations = 0
finalSetupViolCount = 0
clock.fmax_ghz = 0.477
setup_repair_after_global_routing_missed_its_margin = "false"
layout_worst_path_cycle_share_pct = 61.7
timing.slew.headroom_pct = 60.8
timing_worst_slew_pin_value_ns = 0.588

[hold_path]
type_of_the_tightest_min_delay_check = "register to register"
==> power by group <==
group,switching [mW],internal [mW]
combinational,0.278,0.397
clock,0.191,0.164
sequential,0.217,0.767
==> final cells by class <==
class	instances	area [sq um]	share of cell area [%]
Clock buffer	6	82.6	2.82
Clock inverter	2	12.5	0.427
Inverter	13	53.8	1.84
Multi-Input combinational cell	168	1160	39.6
Sequential cell	46	1150	39.4
Tap cell	102	128	4.35
Timing Repair Buffer	34	338	11.5
==> cells in the final DEF (no fill, tap or decap), drive strengths merged, types with 4 or more instances in the layout <==
| cell type | instances |
|---|---|
| nor3 | 5 |
| o21ai | 12 |
| nor2b | 4 |
| inv | 11 |
| clkdlybuf4s50 | 33 |
| nand2 | 24 |
| clkbuf | 6 |
| nor2 | 13 |
| a21oi | 14 |
| dfrtp | 43 |
| a31oi | 5 |
| nand3 | 7 |
| mux2 | 14 |
| mux2i | 7 |
| ha | 8 |
| xnor2 | 15 |
==> critical path, delay by kind of cell, from the launching register on <==
family	cells	cell delay [ns]
compound gates	2	0.28
buf+inv	1	0.37
simple gates	1	0.51
flops	1	0.81
==> final timing paths <==
check                      cells after the start                         end  slack, ns                       start
max                                            4                     addr[2]       1.30          rmii_send_byte.rdy
min                                            1  rmii_send_byte.wait_cnt[4]       0.51  rmii_send_byte.wait_cnt[4]
max reg2reg                                    4                     addr[2]       1.30          rmii_send_byte.rdy
min reg2reg                                    1  rmii_send_byte.wait_cnt[4]       0.51  rmii_send_byte.wait_cnt[4]
max in group asynchronous                      3                 send_buf[2]       2.18                         rst
min in group asynchronous                      3                     addr[3]       0.83                         rst
==> registers in the layout (all words and copies together), names as in the netlist <==
name / cells
rmii_send_byte.bit_cnt: 2
rmii_send_byte.wait_cnt: 5
addr: 8
rmii_send_byte.rdy: 1
state: 2
rmii_send_byte.rm_tx_en: 1
send_byte_start: 1
rmii_send_byte.tx_data: 6
rdy: 1
send_buf: 8
done: 1
rmii_send_byte.rm_tx_data: 2
addr_lim: 8
==> kinds of logic (layout without fill, tap and decap cells) <==
logic type | count (synthesis) | after routing
AOI/OAI and AO/OA | 54 | 54
xor gates and xnor gates | 16 | 16
adders and majority gates | 8 | 8
buffers and inverters | 20 | 55
DFF | 46 | 46
muxes | 21 | 21
and+or+nand+nor | 69 | 69
==> metrics by stage <==
| step | utilization, % | hold slack (ns) | total power, mW | instances |
|---|---|---|---|---|
| 2_1_floorplan | - | 0.463 | 1.44 | 234 |
| 3_3_place_gp | 36.7 | 0.487 | 1.66 | 363 |
| 3_5_place_dp | 36.7 | 0.495 | 1.68 | 363 |
| 4_1_cts | 37.9 | 0.516 | 2.04 | 371 |
| 5_1_grt | 37.9 | 0.535 | 2.19 | 371 |
| 6_report | 37.9 | 0.511 | 2.01 | 371 |
==> per-layer routing <==
metal | track usage [%] | share of wire, %
met3 | 2.55 | 3.8
met2 | 18.3 | 45
met5 | 0 | 0
met1 | 19.9 | 50
met4 | 1.46 | 1.5
Power and IR drop assume default switching activity.
